## /design/flow/run.sh

```bash
#!/bin/bash
# OpenROAD 26Q1-2900-gdf79404cd8, Yosys 0.63+post, stock flow scripts
make -C /OpenROAD-flow-scripts/flow DESIGN_CONFIG=/design/flow/config.mk WORK_HOME=/design/flow/orfs finish
```

## /design/flow/config.mk

```make
export PLATFORM = sky130hd
export DESIGN_NAME = controller
export DESIGN_NICKNAME = controller
export VERILOG_FILES = /design/flow/design.v
export SDC_FILE = /design/flow/constraint.sdc
export NUM_CORES = 4
export LEC_CHECK = 1
export CORE_AREA = 10 10 75 75
export DIE_AREA = 0 0 85 85
```

## /design/flow/constraint.sdc

```tcl
current_design controller

set clk_period 1.8
set clk_io_pct 0.2

create_clock -name clk0 -period $clk_period [get_ports {clk}]

set non_clock_inputs [all_inputs -no_clocks]
set_input_delay [expr $clk_period * $clk_io_pct] -clock clk0 $non_clock_inputs
set_output_delay [expr $clk_period * $clk_io_pct] -clock clk0 [all_outputs]
```

## /design/flow/design.v

```verilog
module controller(input        clk, reset,
                  input  [5:0] op, funct,
                  input        zero,
                  output       pcen, memwrite, irwrite, regwrite,
                  output       alusrca, iord, memtoreg, regdst,
                  output [1:0] alusrcb, pcsrc,
                  output [2:0] alucontrol);
  wire [1:0] aluop;
  wire       branch, pcwrite;
  maindec md(clk, reset, op,
             pcwrite, memwrite, irwrite, regwrite,
             alusrca, branch, iord, memtoreg, regdst,
             alusrcb, pcsrc, aluop);
  aludec  ad(funct, aluop, alucontrol);
  assign pcen = (branch & zero) | pcwrite;
endmodule
module maindec(input        clk, reset,
               input  [5:0] op,
               output       pcwrite, memwrite, irwrite, regwrite,
               output       alusrca, branch, iord, memtoreg, regdst,
               output [1:0] alusrcb, pcsrc,
               output [1:0] aluop);
  parameter   FETCH   = 4'b0000;   
  parameter   DECODE  = 4'b0001;   
  parameter   MEMADR  = 4'b0010;	 
  parameter   MEMRD   = 4'b0011;	 
  parameter   MEMWB   = 4'b0100;	 
  parameter   MEMWR   = 4'b0101;	 
  parameter   RTYPEEX = 4'b0110;	 
  parameter   RTYPEWB = 4'b0111;	 
  parameter   BEQEX   = 4'b1000;	 
  parameter   ADDIEX  = 4'b1001;	 
  parameter   ADDIWB  = 4'b1010;	 
  parameter   JEX     = 4'b1011;	 
  parameter   LW      = 6'b100011;	 
  parameter   SW      = 6'b101011;	 
  parameter   RTYPE   = 6'b000000;	 
  parameter   BEQ     = 6'b000100;	 
  parameter   ADDI    = 6'b001000;	 
  parameter   J       = 6'b000010;	 
  reg [3:0]  state, nextstate;
  reg [14:0] controls;
  always @(posedge clk or posedge reset)
    if(reset) state <= FETCH;
    else state <= nextstate;
  always @(*)
    case(state)
      FETCH:   nextstate <= DECODE;
      DECODE:  case(op)
                  LW:      nextstate <= MEMADR;
                  SW:      nextstate <= MEMADR;
                  RTYPE:   nextstate <= RTYPEEX;
                  BEQ:     nextstate <= BEQEX;
                  ADDI:    nextstate <= ADDIEX;
                  J:       nextstate <= JEX;
                  default: nextstate <= 4'bx;  
               endcase
      MEMADR:  case(op)
                  LW:      nextstate <= MEMRD;
                  SW:      nextstate <= MEMWR;
                  default: nextstate <= 4'bx;  
                endcase
      MEMRD:   nextstate <= MEMWB;
      MEMWB:   nextstate <= FETCH;
      MEMWR:   nextstate <= FETCH;
      RTYPEEX: nextstate <= RTYPEWB;
      RTYPEWB: nextstate <= FETCH;
      BEQEX:   nextstate <= FETCH;
      ADDIEX:  nextstate <= ADDIWB;
      ADDIWB:  nextstate <= FETCH;
      JEX:     nextstate <= FETCH;
      default: nextstate <= 4'bx;  
    endcase
  assign {pcwrite, memwrite, irwrite, regwrite,
          alusrca, branch, iord, memtoreg,
          regdst, alusrcb, pcsrc, aluop} = controls;
    always @ (*)
    case(state)
      FETCH:     controls <= 15'h5010;      
      DECODE:    controls <= 15'h0030;      
      MEMADR:    controls <= 15'h0420;      
      MEMRD:     controls <= 15'h0100;      
      MEMWB:     controls <= 15'h0880;      
      MEMWR:     controls <= 15'h2100;      
      RTYPEEX:   controls <= 15'h0402;      
      RTYPEWB:   controls <= 15'h0840;      
      BEQEX:     controls <= 15'h0605;      
      ADDIEX:    controls <= 15'h0420;      
      ADDIWB:    controls <= 15'h0800;      
      JEX:       controls <= 15'h4008;      
      default:   controls <= 15'hxxxx;      
    endcase
endmodule
module aludec(input  [5:0] funct,
              input  [1:0] aluop,
              output reg [2:0] alucontrol);
  always@(*)
    case(aluop)
      2'b00: alucontrol <= 3'b010;   
      2'b01: alucontrol <= 3'b011;   
      2'b11: alucontrol <= 3'b001;   
      default: case(funct)            
          6'b100000: alucontrol <= 3'b010;  
          6'b100010: alucontrol <= 3'b110;  
          6'b100100: alucontrol <= 3'b000;  
          6'b100101: alucontrol <= 3'b001;  
          6'b101010: alucontrol <= 3'b111;  
          default:   alucontrol <= 4'bxxxx;  
        endcase
    endcase
endmodule
```

==> summary.rpt <==
==================================================================================
Outcome                                                               finished with violations
Violated checks                                                       setup timing
Dominant synthesized flop cell                                        sky130_fd_sc_hd__dfrtp_1
RSZ-0062 raised after global routing                                           yes
Starting DRC count in detailed routing                                          16
Placeable core region                                                 0.00406 mm^2
Final Hold Fails                                                                 0
Post-Route Skew                                                         0.00119 ns
Leakage power                                                             0.587 nW
Final setup TNS                                                         -0.0519 ns
Cell Rows                                                                       23
DR WL/cell                                                                 12.3 um
Arrival time of the worst setup path                                       1.47 ns
Number of synthesized register bits                                              4
Cell area power density                                               1160 mW/mm^2
Kind of critical path                                                 flop to output pin
Chip Area, Yosys                                                          562 um^2
Share of async-settable or async-resettable flops after synthesis             100%
Largest driver fanout on the critical path                                       4
TritonCTS clock tree                                                         built
Finish-stage setup viols                                                         2
Post-synthesis to final-layout area growth                                    118%
Antenna violations before repair                                                 0
Grt total ovfl                                                                   0
Remaining number of nets flagged by the antenna check after routing              0
Total cells reported by yosys after synthesis                                   64
Clock slew seen by the registers of the worst setup and hold paths         0.03 ns
Total chip power                                                           1.42 mW
Total via count after detailed routing                                         700
Count of fill cells added during filler insertion                              403
Biggest area cells                                                    sky130_fd_sc_hd__dfrtp_1, sky130_fd_sc_hd__ha_1, sky130_fd_sc_hd__a21oi_1, sky130_fd_sc_hd__nand4b_4, sky130_fd_sc_hd__nor4b_4
Fraction of layout instances using a drive strength above 1                  53.7%
Biggest registers after layout                                        md.state: 4 flops
Highest routing layer actually used                                           met4
Source-to-sink clock delay at the later pin of the worst-skew pair         0.22 ns
VDD IR-drop max                                                           0.406 mV
Metal3 WL                                                                   217 um
Metal-1 WL                                                                 1030 um
Vias per cell                                                                 4.09
IO buf count                                                                    29
Warning count from the yosys run                                                 2
Register ranked first by flip-flop count                                  md.state
Number of pins exceeding their max-slew limit in the final report                0
Gate Area                                                                 515 um^2
Hold buffers post-CTS                                                            0
Buffers from clock root to sink, at most                                         2
Hpwl dp                                                                    1510 um
Boundary pin count                                                              30
Library cells used by synthesis                                                 37
Minimum period implied by the final worst setup slack                      1.83 ns
Cell accounting for the most synthesized area                         sky130_fd_sc_hd__dfrtp_1
Amount of wire on met2 after detailed routing                               805 um
OpenROAD warning count                                                          30
Average instance area after synthesis                                    8.78 um^2
Root Buffer Master                                                    sky130_fd_sc_hd__clkbuf_8
Wirelength, routed                                                         2100 um
Global-route wire length before repair                                     3760 um
Max transition margin                                                        83.7%
Height of the die                                                            85 um
Post-synthesis instance total                                                   64
Data required, critical path                                               1.44 ns
Actual transition at the worst max-transition pin                         0.244 ns
Pin count of the biggest net entering global routing                            13
Top cell types by occurrence after synthesis                          sky130_fd_sc_hd__a21oi_1, sky130_fd_sc_hd__inv_1, sky130_fd_sc_hd__dfrtp_1, sky130_fd_sc_hd__ha_1, sky130_fd_sc_hd__o21ai_0
Sequential cell area                                                      101 um^2
Yosys top cell area share                                                    17.8%
Final design utilization                                                     30.2%
Final worst-path cycle share                                                  102%
Number of flops mapped to enable cells by yosys                                  0
Number of sinks driven by the clock tree                                         4
Number of maximum-capacitance constraint violations                              0
Length of the first detailed-routing pass in iterations                          4
Vias in the first global route                                                 762
Max Freq                                                                 0.546 GHz
Die outline area                                                      0.00723 mm^2
Number of flip-flops under the largest register name                             4
Hold/Removal Path Class                                               primary input to async pin
Category of the worst setup path launch point                                 flop
Post-synthesis instance area                                              562 um^2
DRC Markers                                                                      0
RD Place Congestion                                                          0.853
Post-synth seq share                                                         17.8%
Total global-route track usage                                               6.01%
Number of buffers created by CTS                                                 3
DIE WIDTH                                                                    85 um
Type of element capturing the critical path                             output pin
Level count of the clock H-tree                                                  1
Floorplan utilization                                                        13.8%
Antenna Diode Count                                                              0
Final Worst Setup Slack                                                 -0.0323 ns
==================================================================================
[timing repair]
item,CTS,global route
buffers inserted,10,2
cloned,0,0
setup endpoints to repair,15,10
pin swaps,8,3
resized,59,6
[power breakdown]
part | internal (mW) | switching (mW) | total [mW]
Clock | 0.143 | 0.0476 | 0.190
Sequential | 0.125 | 0.0397 | 0.165
Combinational | 0.651 | 0.419 | 1.07
[metrics by stage]
step | std cells | area (um^2) | worst slack [ns] | hold slack [ns]
6_report | 171 | 1230 | -0.0323 | 0.328
4_1_cts | 169 | 1200 | -0.00779 | 0.336
3_5_place_dp | 156 | 1010 | -0.384 | 0.562
3_3_place_gp | 156 | 1010 | -0.391 | 0.566
5_1_grt | 171 | 1230 | -0.0845 | 0.347
2_1_floorplan | 64 | 562 | 0.379 | 0.126
[cell usage in the layout, fill, tap and decap left out, types with 2 or more instances in the layout]
| master | synthesis | final |
|---|---|---|
| sky130_fd_sc_hd__o21ai_0 | 4 | 4 |
| sky130_fd_sc_hd__clkbuf_8 | 0 | 3 |
| sky130_fd_sc_hd__and2_2 | 3 | 2 |
| sky130_fd_sc_hd__inv_1 | 5 | 3 |
| sky130_fd_sc_hd__a21oi_1 | 5 | 4 |
| sky130_fd_sc_hd__clkdlybuf4s15_1 | 0 | 2 |
| sky130_fd_sc_hd__and2_4 | 0 | 4 |
| sky130_fd_sc_hd__buf_4 | 1 | 21 |
| sky130_fd_sc_hd__clkdlybuf4s50_1 | 0 | 9 |
| sky130_fd_sc_hd__nor2_1 | 3 | 2 |
| sky130_fd_sc_hd__dfrtp_1 | 4 | 3 |
| sky130_fd_sc_hd__xor2_1 | 2 | 2 |
| sky130_fd_sc_hd__ha_4 | 0 | 4 |
| sky130_fd_sc_hd__dlygate4sd2_1 | 0 | 11 |
| sky130_fd_sc_hd__buf_2 | 1 | 5 |
| sky130_fd_sc_hd__nor3_2 | 1 | 2 |
| sky130_fd_sc_hd__buf_6 | 1 | 7 |
| sky130_fd_sc_hd__o211ai_1 | 2 | 2 |
[final timing paths]
| path | start | endpoint | slack (ns) | depth (start not counted) |
|---|---|---|---|---|
| max | md.state[1]$_DFF_PP0_ | pcsrc[1] | -0.03 | 5 |
| min | reset | md.state[0]$_DFF_PP0_ | 0.33 | 2 |
| max reg2reg | md.state[1]$_DFF_PP0_ | md.state[0]$_DFF_PP0_ | 0.30 | 7 |
| min reg2reg | md.state[3]$_DFF_PP0_ | md.state[0]$_DFF_PP0_ | 0.76 | 3 |
| max in group asynchronous | reset | md.state[1]$_DFF_PP0_ | 1.31 | 2 |
| min in group clk0 | md.state[3]$_DFF_PP0_ | md.state[0]$_DFF_PP0_ | 0.76 | 3 |
[routing by layer]
layer | track usage [%] | vias up
li1 | - | 347
met1 | 8.66 | 318
met2 | 8.24 | 31
met3 | 2.50 | 4
met4 | 0.898 | 0
met5 | 0 | -
[logic make-up (layout without fill, tap and decap cells)]
kind of cell,after synthesis,after routing,share of synthesized area [%]
fa+ha+maj,4,4,8.91
xor+xnor,3,3,4.68
buf+inv,8,65,7.57
simple gates,27,27,39.4
compound gates,18,18,21.6
flops,4,4,17.8
[critical path, cell delays in order (launching register included)]
cell                            delay [ns]
sky130_fd_sc_hd__dfrtp_2              0.44
sky130_fd_sc_hd__buf_4                0.16
sky130_fd_sc_hd__ha_4                 0.16
sky130_fd_sc_hd__and2_4               0.15
sky130_fd_sc_hd__buf_4                0.12
sky130_fd_sc_hd__dlygate4sd2_1        0.23
[final cells by class]
cell class              count  area share [%]
multi-input cells          52            42.0
repair buffers             57            39.6
flip-flops and latches      4            8.26
well taps                  50            5.10
clock buffers               3            3.36
inverters                   5            1.73
No activity file was given, so power comes from the tool's default toggle rates.
